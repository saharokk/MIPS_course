<file path="./constraint.sdc">
current_design mux2in1

set clk_period 1.0
set clk_io_pct 0.2

create_clock -name clk0 -period $clk_period

set non_clock_inputs [all_inputs -no_clocks]
set_input_delay [expr $clk_period * $clk_io_pct] -clock clk0 $non_clock_inputs
set_output_delay [expr $clk_period * $clk_io_pct] -clock clk0 [all_outputs]
</file>
<file path="./config.mk">
export PLATFORM = sky130hd
export DESIGN_NAME = mux2in1
export DESIGN_NICKNAME = mux2in1
export VERILOG_FILES = /design/flow/design.v
export SDC_FILE = /design/flow/constraint.sdc
export NUM_CORES = 4
export LEC_CHECK = 1
export CORE_AREA = 10 10 70 70
export DIE_AREA = 0 0 80 80
export SYNTH_HDL_FRONTEND = slang
</file>
<file path="./design.v">
module mux2in1(i_dat0, i_dat1, i_control, o_dat);
parameter WIDTH = 32;
input   [WIDTH-1:0]   i_dat0, i_dat1; 
input                 i_control;
output  [WIDTH-1:0]   o_dat;
assign o_dat = i_control ? i_dat1 : i_dat0;
endmodule
</file>
<file path="./run.sh">
#!/bin/bash
# OpenROAD 26Q1-2900-gdf79404cd8, Yosys 0.63+post, stock flow scripts
make -C /OpenROAD-flow-scripts/flow DESIGN_CONFIG=/design/flow/config.mk WORK_HOME=/design/flow/orfs finish
</file>
==> flow_summary_export.csv <==
group,metric,value,unit
worst_setup_path,worstPathRequired,0.80,ns
yosys,synth_stat.cells,36,
worst_setup_path,critPathLaunchType,"input port",
flow_run,tool_warnings,34,
final_timing,finalWorstSetupSlack,-0.183,ns
floorplan,initCoreUtil,15.9,%
final_timing,finalHoldViolCount,0,
grt,grt_pass1_wl,3970,um
status,outcome,"complete, but fails checks",
yosys,ys_sh_simple,0,%
worst_setup_path,crit_family,"buffers and inverters",
power_and_ir_drop,switching_power,0.135,mW
placement,place_congestion,0.778,
yosys,ys_sh_mux,86.9,%
power_and_ir_drop,p_int,0.501,mW
min_path,hp-class,"in2out",
worst_setup_path,slowest_stage,"mux2_4",
yosys,netlist_area,544,um^2
final_timing,whs,0.693,ns
worst_setup_path,setup.worst_path.start,"i_control",
floorplan,core,3420,um^2
yosys,synthAdderAreaFrac,0,%
routing,vias,724,
layout,nClkBuffers,0,
final_timing,relSlewSlack,95.3,%
yosys,netlist_logic_family_top,"multiplexers",
routing,final_antenna_net_count,0,
worst_setup_path,cp.arrival,0.98,ns
grt,grt-ovfl-total,0,
worst_setup_path,endpoint,"o_dat[0]",
grt,grtUsageTotal,7.53,%
final_timing,fmax,845,MHz
yosys,syn_avg_cell_area,15.1,um^2
worst_setup_path,end_kind,"output pin",
final_timing,setup_violations,32,
power_and_ir_drop,p_clk_share,0,%
yosys,netlist.area_leader.share,82.8,%
floorplan,row_count,21,
yosys,ys_sh_xor,0,%
power_and_ir_drop,swShare,21.2,%
routing,post_drt_wl_per_cell,14.7,um
layout,fin_cells,189,
worst_setup_path,crit_type,"in2out",
floorplan,die_h,80,um
yosys,ys_area,544,um^2
routing,wl,2780,um
layout,final_util,47.7,%
layout,regArea,0,um^2
grt,met3_usage,2.84,%
flow_run,drv_cap,0,
power_and_ir_drop,pwr-share-comb,100.0,%
layout,drive_gt1_share,55.2,%
final_timing,tightest_slew,0.0703,ns
worst_setup_path,cp_cell_sequence,"buf_12 -> buf_12 -> buf_12 -> mux2_4 -> buf_6",
floorplan,die_area,6400,um^2
grt,grt_max_degree,9,
power_and_ir_drop,peakVddDrop,170,uV
placement,numPortBuffers,97,
power_and_ir_drop,leakage,0.906,nW
worst_setup_path,critPathMaxStageDelay,0.29,ns
grt,use_met2,13.2,%
worst_setup_path,worstPathMaxFanout,6,
grt,busiest_layer,"met2",
yosys,ys_types,4,
final_timing,rsz0062_at_grt,"yes",
floorplan,top_level_ports,97,
power_and_ir_drop,p_seq_share,0,%
worst_setup_path,critPathBufInv,4,
final_timing,period_needed,1.18,ns
yosys,ys_seq_share,0,%
status,violations,"setup timing",
grt,grt_pass1_vias,761,
routing,firstDrtPassIters,2,
placement,dpl_cell_area,1540,um^2
power_and_ir_drop,powerDensity,390,nW/um^2
yosys,yosys_warnings,0,
worst_setup_path,path_depth,5,
layout,final_cell_area,1630,um^2
routing,vias_per_cell,3.83,
yosys,synthAoiAreaFrac,0,%
layout,area_growth,199,%
power_and_ir_drop,total_power,0.636,mW
routing,first_iter_violations,3,
grt,antenna_found_initial,0,
yosys,topCellsByArea,"mux2_4 (83%), buf_12 (11%), mux2_2 (4.1%)",
grt,grtUsageMet1,8.97,%
placement,dpl.cell_count,177,
routing,drc_errors,0,
final_timing,finalMaxSlewViolations,0,
clocking,postCtsHoldBufs,0,
worst_setup_path,cpMostUsedCell,"buf_12",
yosys,synthCells,36,
final_timing,finalCritPeriodShare,118,%
routing,diodes,0,
layout,ff_count,0,
floorplan,die_w,80,um
yosys,yosysTopAreaCell,"mux2_4",
==> worst min-delay path by stage <==
stage	startpoint	end	slack, ns	cells after the start
CTS	i_dat0[24]	o_dat[24]	0.80	3
global route	i_dat1[28]	o_dat[28]	0.71	3
finish	i_dat0[21]	o_dat[21]	0.69	3
==> stage by stage <==
step | worst slack, ns | TNS [ns]
floorplan | 0.0669 | 0
global placement | -0.493 | -15.25
detailed placement | -0.499 | -15.31
CTS | -0.187 | -4.52
global route | -0.194 | -4.81
finish | -0.183 | -4.35
==> placed cells by master, fill, tap and decap left out <==
cell             Yosys  final
buf_16               0      1
dlymetal6s2s_1       0      8
dlygate4sd2_1        0     37
buf_4                0      1
mux2_4              30     32
buf_6                1     21
buf_12               3      5
clkdlybuf4s50_1      0     19
buf_8                0      1
buf_2                0     18
==> what timing repair did <==
| item | CTS | global route |
|---|---|---|
| buffers inserted | 11 | 0 |
| setup endpoints to repair | 32 | 32 |
| resized | 157 | 15 |
| gates cloned | 1 | 0 |
==> cell families (layout without fill, tap and decap cells) <==
logic type  after synthesis  in the layout
buf+inv                   4            111
mux                      32             32
==> synthesized netlist by cell type <==
| library cell | count |
|---|---|
| mux2_4 | 30 |
| buf_12 | 3 |
| mux2_2 | 2 |
| buf_6 | 1 |
==> area by class of cell <==
type | instances | area [um^2]
fillers | 317 | 1790
well taps | 46 | 57.6
repair buffers | 111 | 1090
multi-input cells | 32 | 480
==> power by group through the flow <==
| stage | Clock [mW] | Combinational, mW | Sequential [mW] |
|---|---|---|---|
| after CTS | 0 | 0.627 | 0 |
| after global routing | 0 | 0.679 | 0 |
| final | 0 | 0.636 | 0 |
==> metal layers <==
metal	part of all wire [%]	wire [um]
met1	42	1160
met2	48	1350
met3	10	277
met4	0	0
met5	0	0
Power and IR drop assume default switching activity.
